**design/flow/config.mk**
```make
export PLATFORM = sky130hd
export DESIGN_NAME = matrix_accumulate_unit
export DESIGN_NICKNAME = matrix_accumulate_unit
export VERILOG_FILES = /design/flow/design.v
export SDC_FILE = /design/flow/constraint.sdc
export NUM_CORES = 4
export LEC_CHECK = 1
export CORE_UTILIZATION = 30
```
**design/flow/run.sh**
```bash
#!/bin/bash
# OpenROAD 26Q1-2900-gdf79404cd8, Yosys 0.63+post, stock flow scripts
make -C /OpenROAD-flow-scripts/flow DESIGN_CONFIG=/design/flow/config.mk WORK_HOME=/design/flow/orfs finish
```
**design/flow/constraint.sdc**
```tcl
current_design matrix_accumulate_unit

set clk_period 18.0
set clk_io_pct 0.2

create_clock -name clk0 -period $clk_period [get_ports {clock}]

set non_clock_inputs [all_inputs -no_clocks]
set_input_delay [expr $clk_period * $clk_io_pct] -clock clk0 $non_clock_inputs
set_output_delay [expr $clk_period * $clk_io_pct] -clock clk0 [all_outputs]
```
**design/flow/design.v**
```verilog
package mmac_pkg;  
 localparam DATA_WIDTH = 64;  
 localparam VAR_WIDTH = 8;   
 localparam M_SIZE = 4;  
endpackage
`timescale 1ns / 1ps 
import mmac_pkg::*;
module matrix_multiply_unit(
    input  logic [DATA_WIDTH-1:0] matrixA,  
    input  logic [DATA_WIDTH-1:0] matrixB,  
    output logic [DATA_WIDTH-1:0] result    
);
    logic [VAR_WIDTH-1:0] A1 [0:M_SIZE-1][0:M_SIZE-1];
    logic [VAR_WIDTH-1:0] B1 [0:M_SIZE-1][0:M_SIZE-1];
    logic [VAR_WIDTH-1:0] Res1 [0:M_SIZE-1][0:M_SIZE-1]; 
    int i,j,k;
    always_ff @ (matrixA or matrixB)
    begin
        {A1[0][0],A1[0][1],A1[1][0],A1[1][1],A1[1][2],A1[2][1],A1[2][0],A1[0][2],A1[2][3],A1[3][2],A1[3][0],A1[0][3],A1[3][1],A1[1][3]} = matrixA;
        {B1[0][0],B1[0][1],B1[1][0],B1[1][1],B1[1][2],B1[2][1],B1[2][0],B1[0][2],B1[2][3],B1[3][2],B1[3][0],B1[0][3],B1[3][1],B1[1][3]} = matrixB;
        i = 0;
        j = 0;
        k = 0;
        {Res1[0][0],Res1[0][1],Res1[1][0],Res1[1][1],Res1[1][2],Res1[2][1],Res1[2][0],Res1[0][2],Res1[2][3],Res1[3][2],Res1[3][0],Res1[0][3],Res1[3][1],Res1[1][3]} = 32'd0;  
        for(i=0;i < 4;i=i+1)
            for(j=0;j < 4;j=j+1)
                for(k=0;k < 4;k=k+1)
                    Res1[i][j] = Res1[i][j] + (A1[i][k] * B1[k][j]);
        result = {Res1[0][0],Res1[0][1],Res1[1][0],Res1[1][1],Res1[1][2],Res1[2][1],Res1[2][0],Res1[0][2],Res1[2][3],Res1[3][2],Res1[3][0],Res1[0][3],Res1[3][1],Res1[1][3]};            
    end 
endmodule
module matrix_accumulate_unit(
    input clock,                            
    input reset,                            
    input clear,                            
    input enable,                           
    input  logic [DATA_WIDTH-1:0] result,   
    output logic [DATA_WIDTH-1:0] out       
); 
logic [DATA_WIDTH-1:0] accumulator;
    always_ff @(posedge clock) begin
        if (!reset) begin
          accumulator <= 0;
        end
        else if (clear) begin
          accumulator <= 0;
        end
        else begin
          accumulator <= result;
        end
    end
assign out = enable ? result + accumulator : accumulator;
endmodule 
```
==> flow_summary.toml <==
# physical design summary
[status]
status = "finished, final reports clean"

[worst_setup_path]
arrival_ns = 7.31
cp_slowest_cell = "or4_4"
path_delay_family = "simple AND/OR/NAND/NOR gates"
start_kind = "input port"
endpoint_kind = "output port"
cp.required_ns = 14.40
crit_fanout = 10
cp_num_buf_inv = 2
path_class = "in -> out"
cp_cell_sequence = "clkdlybuf4s50_1 > ha_1 > nand3_2 > or4_4 > nor4_2 > nor4b_2 > nor4_2 > o211ai_2 > a21oi_4 > a21oi_1 > a311oi_1 > clkdlybuf4s50_1"
max_stage_delay_ns = 0.56

[clocking]
cts_tree = "done"
h-tree-depth = 3
postCtsSetupBuffers = 0
ctsResizeCount = 0
clock-root-buffer = "clkbuf_16"
clkTransAtPathRegs_ns = 0.05
numCtsBuffers = 9
cts.sinks = 64
clock_path_buffers = 2
hold_buffers = 0

[placement]
io_buffers = 131
gp_congestion = 0.907
dp_slack_ns = 7.15
place_hpwl_um = 14300

[detailed_routing]
vias_per_cell = 5.20
wl_per_cell_um = 15.5
route.vias.total = 6118
diodes = 0
drc = 0
dr.first_iter.drc_count = 362
dr.pass1.iters = 4
drt-total-wl_um = 18200
ant_nets = 0

[power_and_ir_drop]
power_switching_share = 0.296
vdd_drop_max_uv = 46.0
cellLeakagePower_nw = 3.45
pwr-share-comb = 0.348
p_seq_frac = 0.297
power.share.clock = 0.356
p_switching_w = 0.000150
p_int_w = 0.000357
p_per_area_mw_per_mm2 = 62.2

[final_timing]
maxSlewViolCount = 0
finalCritPeriodShare = 0.606
period_needed_ns = 10.91
finalHoldViolCount = 0
finalSetupTns_ns = 0
grt_setup_unrepaired = "no"
slew_headroom = 0.470
worst_slew_pin_slew_ns = 0.794
setup_violations = 0
postLayoutSetupSlackWorst_ns = 7.09
max_freq_mhz = 91.7

[flow_run]
cap_violations = 0
warning_count = 25

[floorplanning]
fp_util = 0.310
die_w_um = 148
ioPinCount = 132
placementRows = 52
die_y_um = 148
die_area_mm2 = 0.0218
core_area_mm2 = 0.0205

[synth]
ys_warn_count = 1
synthTopCellsByArea = "dfxtp_1, ha_1, mux2_2"
netlist-cell-type-count = 70
ys_cells = 800
async_reset_ff_frac = 0
top_area_cell = "dfxtp_1"
yosysSeqAreaShare = 0.201
syn_avg_cell_area_um2 = 7.95
yosysTopAreaCellShare = 0.201
yosysChipArea_mm2 = 0.00636
ys.flop_type = "dfxtp_1"
synth-seq-cells = 64
syn_inst = 800
syn_area_mm2 = 0.00636
edf_count = 0

[final_layout]
largest_register_ffs = 64
top_register = "accumulator"
n_fill_cell = 2078
largest_registers = "accumulator: 64 flops"
syn2layout_area_growth_pct = 28.2
drive_gt1_frac = 0.0971

[global_route]
grt_max_degree = 65
track_usage = 0.174
grt_overflow = 0
antenna_found_initial = 0
grt_pass1_vias = 6041
grt_pass1_wl_um = 30300

[min_path]
hold_class = "in -> reg"
[cell usage in the layout, fill, tap and decap left out, drive strengths merged, types with 20 or more instances in the layout]
cell type	instances
nand4	21
a21oi	94
xnor2	39
nand3	27
nand2	59
o21ai	39
clkdlybuf4s50	130
and2	68
a21o	32
mux2	51
nor2	32
ha	63
dfxtp	64
inv	20
[per-stage QoR]
stage / hold WS, ns / total power (W) / cells / utilization / instance area, um^2
2_1_floorplan: 3.72 / 0.000254 / 800 / - / 6360
3_3_place_gp: 4.21 / 0.000330 / 1160 / 0.383 / 7850
4_1_cts: 3.84 / 0.000515 / 1176 / 0.398 / 8150
5_1_grt: 3.87 / 0.000537 / 1176 / 0.398 / 8150
3_5_place_dp: 4.21 / 0.000329 / 1160 / 0.383 / 7850
6_report: 3.85 / 0.000507 / 1176 / 0.398 / 8150
[cell type report]
| cell class | count | area (um^2) | share of cell area |
|---|---|---|---|
| clock buffers | 13 | 260 | 0.0319 |
| well taps | 270 | 338 | 0.0414 |
| clock inverters | 3 | 40.0 | 0.00491 |
| flip-flops and latches | 64 | 1280 | 0.157 |
| inverters | 20 | 75.1 | 0.00921 |
| multi-input cells | 673 | 4840 | 0.593 |
| repair buffers | 133 | 1320 | 0.162 |
[synth_stat cells, types with 10 or more instances]
library cell and number:
a21oi_1 93, dfxtp_1 64, xor2_1 17, nand2_1 59, a31oi_1 10, nor2_1 32
a21o_1 31, nand4_1 21, nor3_1 10, o21bai_1 14, clkbuf_1 32, mux2_2 51
o21ai_0 36, xnor2_1 39, nand3_1 26, and2_1 68, inv_1 20, ha_1 63
[power by group through the flow]
stage | clock network, W | registers, W | logic [W]
after CTS | 0.000187 | 0.000150 | 0.000178
final | 0.000181 | 0.000150 | 0.000176
after global routing | 0.000191 | 0.000151 | 0.000195
[cell families (layout without fill, tap and decap cells)]
| logic type | after synthesis | in the layout | share of synthesized area |
|---|---|---|---|
| compound gates | 243 | 243 | 0.246 |
| xor+xnor | 56 | 56 | 0.0771 |
| fa+ha+maj | 64 | 64 | 0.127 |
| buf+inv | 63 | 169 | 0.0393 |
| flops | 64 | 64 | 0.201 |
| mux | 52 | 52 | 0.0919 |
| simple gates | 258 | 258 | 0.217 |
[path summary, 6_finish.rpt]
| path | slack (ns) | endpoint | cells past startpoint | start |
|---|---|---|---|---|
| worst max-delay path | 7.09 | out[60] | 12 | result[18] |
| worst min-delay path | 3.85 | accumulator[16] | 2 | result[16] |
[layer usage]
layer  vias up  GRT usage  wire, um
met5         -          0         0
met4         0     0.0165       209
met3        14     0.0243       945
met2       153      0.281      8150
met1      2817      0.257      8930
li1       3134          -         -
Power figures rest on the tool's default switching activity, not on a simulated workload.
